===== ./constraint.sdc =====
current_design bcd_divider

set clk_period 9.3
set clk_io_pct 0.2

create_clock -name clk0 -period $clk_period [get_ports {clk}]

set non_clock_inputs [all_inputs -no_clocks]
set_input_delay [expr $clk_period * $clk_io_pct] -clock clk0 $non_clock_inputs
set_output_delay [expr $clk_period * $clk_io_pct] -clock clk0 [all_outputs]

===== ./config.mk =====
export PLATFORM = sky130hd
export DESIGN_NAME = bcd_divider
export DESIGN_NICKNAME = bcd_divider
export VERILOG_FILES = /design/flow/design.v
export SDC_FILE = /design/flow/constraint.sdc
export NUM_CORES = 4
export LEC_CHECK = 1
export CORE_UTILIZATION = 40

===== ./run.sh =====
#!/bin/bash
# OpenROAD 26Q1-2900-gdf79404cd8, Yosys 0.63+post, stock flow scripts
make -C /OpenROAD-flow-scripts/flow DESIGN_CONFIG=/design/flow/config.mk WORK_HOME=/design/flow/orfs finish

===== ./design.v =====
module bcd_divider(
    input clk,              
    input rst,              
    input start,            
    input [15:0] dividend,  
    input [15:0] divisor,   
    output [15:0] quotient, 
    output [15:0] remainder, 
    output end_division     
);
    wire rged, muxr, muxq, loadq, loadr;
    bcd_divider_control uc (
        .start(start),
        .rged(rged),
        .clk(clk),
        .rst(rst),
        .muxr(muxr),
        .muxq(muxq),
        .loadq(loadq),
        .loadr(loadr),
        .end_division(end_division)
    );
    bcd_divider_df dataflow (
        .dividend(dividend),
        .divisor(divisor),
        .muxr(muxr),
        .muxq(muxq),
        .clk(clk),
        .rst(rst),
        .loadq(loadq),
        .loadr(loadr),
        .quotient(quotient),
        .remainder(remainder),
        .rged(rged)
    );
endmodule
module bcd_divider_df (
    input [15:0] dividend,   
    input [15:0] divisor,    
    input muxr,              
    input muxq,              
    input clk,               
    input rst,               
    input loadq,             
    input loadr,             
    output reg [15:0] quotient,  
    output reg [15:0] remainder, 
    output rged              
);
    wire [15:0] muxRresult;
    wire [15:0] muxQresult;
    wire [15:0] sumResult;
    wire [15:0] subtractorResult;
    wire [15:0] subA;
    wire [15:0] addA;
    wire bout;
    wire cout;  
    assign subA = remainder;
    assign addA = quotient;
    bcd_subtractor_4digits subtrator
    (
        .a(remainder),
        .b(divisor),
        .bin(1'b0),
        .diff(subtractorResult),
        .bout(bout)
    );
    bcd_adder_4digits somador
    (
        .a(quotient),
        .b(16'b0001),
        .cin(1'b0),
        .sum(sumResult),
        .cout(cout)
    );
    assign muxQresult = muxq ? sumResult : 16'b0;
    assign muxRresult = muxr ? subtractorResult : dividend;
    bcd_comparator_4digits comparador(
        .a(remainder),
        .b(divisor),
        .a_ge_b(rged)
    );
    always @(posedge clk or posedge rst)
    begin
        if (rst)
        begin
            remainder <= 16'b0;
            quotient <= 16'b0;
        end
        else 
        begin
        if (loadr)
        remainder <= muxRresult;
         if (loadq)
        quotient <= muxQresult;
        end
    end
endmodule
module bcd_divider_control(
    input start,         
    input rged,          
    input clk,           
    input rst,           
    output reg muxr,     
    output reg muxq,     
    output reg loadq,    
    output reg loadr,    
    output reg end_division  
);
localparam parado = 2'b00;
localparam processando = 2'b01;
localparam termino = 2'b10;
reg [1:0] atual, proximo;
always @(posedge clk or posedge rst) begin
    if (rst)
        atual <= parado;
    else
        atual <= proximo; 
end
always @(atual, start, rged) begin
    case (atual)
        parado: proximo = start ? processando : parado;
        processando: proximo = rged ? processando : termino;
        termino: proximo = parado;
        default: proximo = parado;
    endcase
end
always @(*) begin
    muxr = 0;
    muxq = 0;
    loadq = 0;
    loadr = 0;
    end_division = 0;
    case (atual)
        parado: begin
            muxr = 0;
            muxq = 0;
            loadr = 1; 
            loadq = 1;
        end
        processando: begin
            muxq = 1;
            if (rged) begin
                loadr = 1;
                loadq = 1;
            end else begin
                loadr = 0;
                loadq = 0;
            end
            muxr = rged;
        end
        termino: begin
            loadr = 0;
            loadq = 0;
            end_division = 1; 
        end
    endcase
end
endmodule
module bcd_adder_4digits (
input [15:0] a,  
input [15:0] b,  
input cin,  
output [15:0] sum,  
output cout  
);
wire [3:0] sum_0, sum_1, sum_2, sum_3;
wire carry_0, carry_1, carry_2, carry_3;
bcd_adder primeiro (
    .num1(a[3:0]),
    .num2(b[3:0]),
    .cin(cin),
    .cout(carry_0),
    .res(sum_0)
);
bcd_adder segundo (
    .num1(a[7:4]),
    .num2(b[7:4]),
    .cin(carry_0),
    .cout(carry_1),
    .res(sum_1)
);
bcd_adder terceiro (
    .num1(a[11:8]),
    .num2(b[11:8]),
    .cin(carry_1),
    .cout(carry_2),
    .res(sum_2)
);
bcd_adder quarto (
    .num1(a[15:12]),
    .num2(b[15:12]),
    .cin(carry_2),
    .cout(carry_3),
    .res(sum_3)
);
assign sum = {sum_3, sum_2, sum_1, sum_0};
assign cout = carry_3;
endmodule
module somadorCompleto(
    input [0:0]a,
    input [0:0]b,
    input [0:0]cin,
    output cout,
    output res
);
assign cout = (a&b)|(a&cin)|(b&cin);
assign res = a ^ b ^ cin;
endmodule
module somador4bits(
    input [3:0]s1,
    input [3:0]s2,
    input [0:0]cin,
    output [0:0]cout,
    output [3:0]res
);
wire aux [3:0];
genvar i;
generate
    for(i = 0; i < 4; i = i+1) begin
        if(i == 0) begin
            somadorCompleto fa(
                s1[0],
                s2[0],
                cin[0],
                aux[0],
                res[0]
            );
        end
        else begin
            somadorCompleto fa(
                s1[i],
                s2[i],
                aux[i-1],
                aux[i],
                res[i]
            );
        end
    end
endgenerate
assign cout = aux[3];
endmodule
module bcd_adder(
input [3:0]num1,
input [3:0]num2,
input cin,
output cout,
output [3:0] res
);
wire [3:0] soma;
wire carrysum;
wire carrybcd;
wire verificador;
somador4bits antes(
    num1,
    num2,
    cin,
    carrysum,
    soma
);
assign verificador = ((soma > 4'b1001) || carrysum);
somador4bits corrigido(
    soma,
    verificador ? 4'b0110 : 4'b0000,
    1'b0,
    carrybcd,
    res
);
assign cout = carrysum || carrybcd;
endmodule
module bcd_subtractor_4digits (
    input [15:0] a,          
    input [15:0] b,          
    input bin,               
    output [15:0] diff,      
    output bout              
);
    wire bout0, bout1, bout2, bout3;
    bcd_subtractor primeiro (
        a[3:0],      
        b[3:0],      
        bin,         
        bout0,       
        diff[3:0]    
    );
    bcd_subtractor segundo (
        a[7:4],      
        b[7:4],      
        bout0,       
        bout1,       
        diff[7:4]
    );
    bcd_subtractor terceiro (
        a[11:8],     
        b[11:8],     
        bout1,       
        bout2,       
        diff[11:8]   
    );
    bcd_subtractor quarto (
        a[15:12],
        b[15:12],    
        bout2,       
        bout3,       
        diff[15:12]
    );
    assign bout = bout3;
endmodule
module subtrator4bits (
    input [3:0] n1,  
    input [3:0] n2,        
    input bin,           
    output bout,          
    output [3:0] res       
);
    wire [4:0] full_res;
    assign full_res = {1'b0, n1} - {1'b0, n2} - bin;
    assign res = full_res[3:0];
    assign bout = full_res[4];
endmodule
module bcd_subtractor(
    input [3:0] num1,    
    input [3:0] num2,    
    input bin,          
    output bout,        
    output [3:0] res    
);
    wire [3:0] sub;       
    wire borrow_sub;      
    wire borrow_bcd;      
    wire verificador;     
    subtrator4bits inicial(
        num1,         
        num2,         
        bin,          
        borrow_sub,   
        sub           
    );
    assign verificador = borrow_sub || (sub >= 4'b1010);
    subtrator4bits corrigido(
        sub,                  
        (verificador ? 4'b0110 : 4'b0000), 
        1'b0,                
        borrow_bcd,           
        res                   
    );
    assign bout = borrow_sub || borrow_bcd;
endmodule
module bcd_comparator_4digits (
    input [15:0] a,  
    input [15:0] b,  
    output a_ge_b    
);
    wire t0, t1, t2, t3; 
    wire i0, i1, i2;   
    assign t0 = a[15:12] > b[15:12];
    assign t1 = a[11:8] > b[11:8];
    assign t2 = a[7:4] > b[7:4];
    assign t3 = a[3:0] > b[3:0];
    assign i0 = a[15:12] == b[15:12];
    assign i1 = (i0 && (a[11:8] == b[11:8]));
    assign i2 = (i1 && (a[7:4] == b[7:4]));
    assign a_ge_b = t0 || (i0 && t1) || (i1 && t2) || (i2 && (t3 || (a[3:0] == b[3:0])));
endmodule

==> reports/metrics.json <==
{
  "critPathMaxFanout": 2,
  "die_width_um": 96.0,
  "cp.depth": 45,
  "setup_violations": 0,
  "htreeDepth": 2,
  "yosys_cells": 349,
  "skew_ns": 0.0113,
  "post_route_cells_drive_above_1_share": 0.312,
  "cts.sinks": 35,
  "drt_pre_antenna_iters": 4,
  "crit_path_frequent_cell": "sky130_fd_sc_hd__o21ai_2",
  "detail_route.drc_violations": 0,
  "fp_util": 0.422,
  "achievable-frequency_mhz": 108,
  "layout-area-overhead-vs-synth_pct": 42.9,
  "global_route.usage.met1": 0.283,
  "drt.antenna.violating_nets": 0,
  "grt_setup_unrepaired": "yes",
  "post_drt_wl_per_cell_um": 13.5,
  "port-buffer-count": 67,
  "die.size.y_um": 96.0,
  "top_level_ports": 68,
  "cp_data_required_time_ns": 9.48,
  "groute.usage.overall": 0.186,
  "reg2reg_to": "dataflow.remainder[14]",
  "timing.critical_path.buf_inv": 8,
  "ctsRootBufferMaster": "sky130_fd_sc_hd__clkbuf_8",
  "worst_slew_pin_slew_ns": 0.666,
  "grt_overflow_total": 0,
  "num-fill-cells": 667,
  "min-delay-path-class": "reg -> reg",
  "synth-seq-area-share": 0.248,
  "outcome": "finished, final reports clean",
  "crit_type": "in -> reg",
  "placedInstanceArea_um2": 4420,
  "cp_data_arrival_time_ns": 9.45,
  "design.die.area_um2": 9210,
  "dr.first_iter.drc_count": 57,
  "via_per_inst": 4.77,
  "gpl.final_weighted_congestion": 0.852,
  "finalNonFillerCells": 576,
  "postRouteWirelength_mm": 7.78,
  "maxSlewHeadroom": 0.556,
  "clock_tree_from_tritoncts": "yes",
  "grt_pass1_vias": 2759,
  "global_route.peak_usage_layer": "met2",
  "synth-seq-cells": 35,
  "clock.latency.late_pin_ns": 0.30,
  "coreArea_um2": 8380,
  "yosys_area_um2": 3530,
  "antenna_cell_count": 0,
  "crit_end": "dataflow.remainder[14]",
  "place.detailed.instances": 526,
  "crit_path_start_kind": "primary input",
  "globalRouteMet3Util": 0.0273,
  "grt_start_max_net_pins": 36,
  "syn_avg_cell_area_um2": 10.1,
  "worst-r2r-cell-count": 45,
  "detailroute.via_count": 2746,
  "synth_warnings": 3,
  "crit_path_max_incr_delay_ns": 0.54,
  "synth_cells": 349,
  "fin_area_um2": 5050,
  "cts_buffers": 5,
  "hold_vio_cnt_final": 0,
  "cp_slowest_cell": "sky130_fd_sc_hd__fa_1",
  "global_route_wire_length_before_repair_mm": 12.9,
  "number_of_distinct_library_cells_after_synthesis": 38,
  "place_hpwl_mm": 5.24,
  "timing.critical_path.max_delay_family": "adder cells",
  "grt_antenna_before_repair": 0,
  "timing.final.crit_share": 0.996,
  "final_number_of_max_transition_violations": 0,
  "groute.layer.met2.usage": 0.299,
  "worstSetupStartpoint": "divisor[0]",
  "max_cap_violations": 0,
  "timing.final.crit_period_ns": 9.27,
  "worstReg2RegStart": "dataflow.remainder[0]",
  "mappedNetlistArea_um2": 3530,
  "worst_setup_hold_path_clk_slew_ns": 0.08,
  "clock_tree.buffer_depth": 2,
  "setup.worst_path.end_class": "register",
  "openroad_warning_count": 39,
  "slack_of_the_worst_reg_to_reg_path_ns": 1.13,
  "placementRows": 33
}
worst min-delay path by stage:
| stage | startpoint | to | slack [ns] | cells past startpoint |
|---|---|---|---|---|
| CTS | uc.atual[1] | uc.atual[0] | 0.50 | 1 |
| global route | uc.atual[1] | uc.atual[0] | 0.52 | 1 |
| finish | uc.atual[1] | uc.atual[0] | 0.49 | 1 |
what timing repair did:
item,CTS,global route
endpoints found under the setup margin,2,5
hold buffers,0,0
gates resized,26,42
setup buffers,42,4
pin swaps,21,37
registers in the layout, indices dropped and copies added, names as in the netlist:
register / cells
dataflow.quotient: 16
uc.atual: 3
dataflow.remainder: 16
area by class of cell:
class / count / area [um2] / share of cell area
clock buffer: 6 / 82.6 / 0.0164
clock inverter: 2 / 16.3 / 0.00322
inverter: 62 / 233 / 0.0461
multi-input combinational: 230 / 2510 / 0.498
sequential: 35 / 877 / 0.174
tap: 105 / 131 / 0.0260
timing repair buffer: 136 / 1200 / 0.237
cell families (layout without fill, tap and decap cells):
logic type                 count (synthesis)  count (layout)  synth area share
and+or+nand+nor                           40              40            0.0602
adders and majority gates                 80              80             0.313
AOI/OAI and AO/OA                         57              57             0.123
DFF                                       35              35             0.248
buffers and inverters                     84             206             0.112
muxes                                     30              30            0.0871
xor gates and xnor gates                  23              23            0.0570
routing by layer:
layer  vias up  part of all wire
li1       1401                 -
met1      1291              0.49
met2        46              0.46
met3         8             0.040
met4         0            0.0082
met5         -                 0
metrics by stage:
stage / TNS, ns / setup WS (ns) / hold WS (ns) / util
5_1_grt: -0.667 / -0.353 / 0.525 / 0.602
4_1_cts: -0.0272 / -0.0272 / 0.504 / 0.586
3_5_place_dp: -1.63 / -0.745 / 0.481 / 0.527
6_report: 0 / 0.0333 / 0.493 / 0.602
3_3_place_gp: -1.32 / -0.629 / 0.476 / 0.527
2_1_floorplan: -0.0295 / -0.0295 / 0.405 / -
layout by cell type, fill, tap and decap left out, types with 8 or more instances in the layout:
cell / instances
sky130_fd_sc_hd__xor2_1: 8
sky130_fd_sc_hd__ha_1: 50
sky130_fd_sc_hd__inv_1: 51
sky130_fd_sc_hd__inv_2: 11
sky130_fd_sc_hd__fa_1: 10
sky130_fd_sc_hd__ha_2: 8
sky130_fd_sc_hd__ha_4: 8
sky130_fd_sc_hd__xnor2_1: 8
sky130_fd_sc_hd__buf_4: 67
sky130_fd_sc_hd__mux2i_1: 24
sky130_fd_sc_hd__dfrtp_1: 34
sky130_fd_sc_hd__nand2_1: 8
sky130_fd_sc_hd__clkdlybuf4s50_1: 63
sky130_fd_sc_hd__nor2_1: 10
sky130_fd_sc_hd__a22o_1: 12
sky130_fd_sc_hd__o21ai_0: 12
cells in the mapped netlist (all sizes together):
cell	instances	area share
o21bai	1	0.0021
clkbuf	3	0.0032
nand3	1	0.0014
xor2	9	0.022
o211ai	1	0.0021
nand2	11	0.012
o2bb2ai	3	0.0074
dfrtp	34	0.24
nand4	2	0.0035
nand3b	3	0.0064
buf	19	0.042
a2111oi	3	0.015
fa	14	0.079
xnor2	14	0.035
a21oi	8	0.015
a211oi	1	0.0021
dfstp	1	0.0074
a21o	5	0.011
mux2	6	0.019
nand4b	1	0.0025
ha	66	0.23
o21a	2	0.0064
o21ai	20	0.028
and2	1	0.0018
mux2i	24	0.068
inv	62	0.066
nor2	10	0.011
a22o	13	0.035
nor2b	2	0.0035
nand2b	9	0.018
